==> design.v <==
module ALU (
    input [31:0] A,                 
    input [31:0] B,                 
    input [3:0] ALU_Control,        
    output reg [31:0] ALU_Out,      
    output reg zero                 
);
    always @(*) begin
        ALU_Out = 32'b0;
        case (ALU_Control)
            4'b0000: ALU_Out = A & B;               
            4'b0001: ALU_Out = A | B;               
            4'b0010: ALU_Out = A ^ B;               
            4'b0011: ALU_Out = A >>> B[4:0];        
            4'b0100: ALU_Out = A << B[4:0];         
            4'b0101: ALU_Out = A - B;               
            4'b0110: ALU_Out = A + B;               
            4'b0111: ALU_Out = (A < B) ? 1 :0;  
            4'b1000: zero =(A==B) ? 1:0;
            4'b1001: zero =(A<B) ? 1:0; 
            4'b1100: ALU_Out = B; 
            default: ALU_Out = 32'b0;               
        endcase
        zero = (ALU_Out == 32'b0) ? 1 : 0;
    end
endmodule
==> run.sh <==
#!/bin/bash
# OpenROAD 26Q1-2900-gdf79404cd8, Yosys 0.63+post, stock flow scripts
make -C /OpenROAD-flow-scripts/flow DESIGN_CONFIG=/design/flow/config.mk WORK_HOME=/design/flow/orfs finish
==> config.mk <==
export PLATFORM = sky130hd
export DESIGN_NAME = ALU
export DESIGN_NICKNAME = ALU
export VERILOG_FILES = /design/flow/design.v
export SDC_FILE = /design/flow/constraint.sdc
export NUM_CORES = 4
export LEC_CHECK = 1
export CORE_UTILIZATION = 50
==> constraint.sdc <==
current_design ALU

set clk_period 15.5
set clk_io_pct 0.2

create_clock -name clk0 -period $clk_period

set non_clock_inputs [all_inputs -no_clocks]
set_input_delay [expr $clk_period * $clk_io_pct] -clock clk0 $non_clock_inputs
set_output_delay [expr $clk_period * $clk_io_pct] -clock clk0 [all_outputs]
==> run notes <==
Notes on the physical design

The run finished with clean final reports. The count of TritonRoute iterations in the first routing pass is 6. In this run the power density over the cells is 38.0 nW/um^2. The sequential fraction of the synthesis area is 0. The wire length recorded after detailed routing is 46.7 mm. The tool warning count is 103. The area added between synthesis and finish is 11.0%.

Counting tap cells, the placed design contains a total of 1655 instances. The final critical path time including I/O delays and setup is 11890 ps. The number of unique standard cell types used by synthesis is 80. After synthesis, the mean cell area works out to 6.83 um^2. Measured on the finished design, the core utilization comes to 0.568. In the post-synthesis netlist, the biggest area contributors are sky130_fd_sc_hd__ha_1 (13%), sky130_fd_sc_hd__mux4_2 (8.0%), sky130_fd_sc_hd__a21oi_1 (5.5%). The warning tally printed by Yosys for this design is 1. The number of antenna violations at the first check in global routing is 0. The area fraction of the largest cell type after synthesis is 0.133. The setup slack after layout is 3610 ps. The aggregate global-route resource usage is 0.479. The pin closest to its max-slew limit shows a slew of 1020 ps. For reference, the mux area share after synthesis is 0.164. Of all nets on the critical path, the largest fanout is 14.

The library cell with the largest summed area after synthesis is sky130_fd_sc_hd__ha_1. The number of vias after detailed routing is 12.2k. The die is 140 um tall. The arrival time reported for the critical path endpoint is 8790 ps. The largest individual stage delay along the critical path comes from the cell sky130_fd_sc_hd__clkdlybuf4s50_1. The count of pins over their slew limit is 0.

For this run, the number of standard cells in the final layout without fillers is 1655. The layout summary lists the proportion of cells stronger than drive strength 1 as 0.0922. The path class of the lowest-slack min-delay path is in -> out. The count of buffers from port buffering is 101.

The leading cell type in the layout, fill and taps excluded is sky130_fd_sc_hd__nand2_1. The required time at the worst-slack endpoint is 12400 ps. After filler insertion, the fill cell instance count of the layout stands at 1763.

The most common logic cells in the final layout are sky130_fd_sc_hd__nand2_1 (134), sky130_fd_sc_hd__nor2_1 (133), sky130_fd_sc_hd__a21oi_1 (105). Global routing finished with a remaining overflow of 0. Setup repair after global routing left no endpoint under its margin.

The yosys stat chip area is 9570 um^2. The post-route setup TNS is 0 ps. The quantity of hold-fixing buffers added after cts is 0.

For reference, the most critical setup path is categorized as in -> out. The layout report lists the combined flip-flop and latch area as 0 um^2. The number of top-level design ports is 101. For this configuration, the core starts out at a cell density of 0.512. The cell-mix breakdown from Yosys lists the compound-gate area share as 0.351.

The normalized max-slew margin is 0.313. The number of clock buffers in the layout is 0. The first routing iteration left 1657 violations.

The synth_stat.txt file lists the number of cells as 1401. Per the OpenROAD power report, leakage power amounts to 0.00433 uW. After detailed routing, the number of vias per cell comes to 7.34. The die covers 19700 um^2. Entering global routing, the biggest net connects 57 pins.

The share of synthesized cell area in full adder, half adder and majority cells is 0.138. The post-place setup slack is 3830 ps. Row generation in the floorplan step produced 50 rows. The total area inside the core boundary comes to 18700 um^2. The HPWL after detailed placement is 36.3 mm. The total of cells resized after clock tree synthesis is 0. In the synthesized netlist, the number of instances is 1401. For this run, the top clock speed supported by timing is 84.1 MHz. The number of global-route vias before repair came to 11.2k.

The signal on the critical path passes through clkdlybuf4s50_1, clkinv_1, ha_1, nor2_1, a211oi_1, a21oi_1, nor3_1, nand4_1, a2111oi_0, nor4bb_1, nand3b_1, nor4b_2, nand4_1, nor4_2, clkdlybuf4s50_1. The count of nets left with antenna violations once routing finished came out at 0. TritonRoute output was used to compute an average wire per cell of 28.2 um. Across the run, the number of max-cap violations was 0.

The simple logic cell fraction of the synthesized area is 0.250. Of the total synthesized cell area, the portion taken by XOR and XNOR cells is 0.00915. The sort of element at the end of the critical path is an output port. The largest family of logic cells by area is AND-OR/OR-AND gates. The cell area after synthesis is 9570 um^2.

The hold violation count in the final report is 0. The biggest cell delay along the critical path is 810 ps. In the finished design, the share of the clock period the worst path needs comes to 0.767. The startpoint kind of the worst setup timing path is an input pin. The first global-routing pass estimated 69.3 mm of wire. In the routed netlist, the antenna diode instances number 0. The last timing report of the flow puts the setup violation total at 0. The width of the die is 140 um.

The count of buffers added by post-CTS timing repair for setup is 0. VDD sags by at most 32.3 uV. The sequential cell count of the final layout is 0.

The number of remaining DRC errors is 0. The routability congestion estimate is 1.16.
[layer usage]
metal  routed length (um)  global-route usage  part of all wire
met4                 2460               0.189             0.053
met5                    0              0.0150                 0
met2                18300               0.660              0.39
met1                18500               0.667              0.40
met3                 7440               0.192              0.16
[area by class of cell]
| cell class | instances | area, um^2 | share of cell area |
|---|---|---|---|
| Multi-Input combinational cell | 1196 | 8760 | 0.825 |
| Inverter | 93 | 349 | 0.0329 |
| Timing Repair Buffer | 132 | 1220 | 0.115 |
| Tap cell | 234 | 293 | 0.0276 |
[synthesized netlist by cell type, drive strengths merged, types with 11 or more instances]
cell type and count:
a211o 13, a22oi 32, o21ai 70, nor4 19
nand2b 12, nor2b 14, a21o 16, or2 15
o31ai 16, and2 11, nor2 134, nor3 36
a211oi 25, mux4 34, a21oi 105, mux2 27
a221oi 13, o211ai 25, clkbuf 71, nand2 134
o22ai 36, inv 92, ha 102, mux2i 50
nand4 19, buf 41, o21bai 13, nand3 39
[where the power goes]
| part | switching, uW | internal [uW] | total [uW] |
|---|---|---|---|
| Clock | 0 | 0 | 0 |
| Combinational | 249 | 155 | 404 |
| Sequential | 0 | 0 | 0 |
| Total | 249 | 155 | 404 |
[critical path: cells and delay by family]
family / cells / cell delay, ps
fa+ha+maj: 1 / 640
buf+inv: 3 / 1710
simple gates: 8 / 2410
compound gates: 3 / 930
[through the flow]
step / power (uW) / instance area (um^2) / hold slack (ps)
2_1_floorplan: 238 / 9570 / 6370
3_3_place_gp: 385 / 10600 / 7460
3_5_place_dp: 384 / 10600 / 7460
4_1_cts: 386 / 10600 / 7470
5_1_grt: 424 / 10600 / 7490
6_report: 404 / 10600 / 7490
[kinds of logic after synthesis]
logic type                 count (synthesis)
AOI/OAI and AO/OA                        485
xor gates and xnor gates                  10
adders and majority gates                104
buffers and inverters                    205
muxes                                    111
and+or+nand+nor                          486
[path summary, 6_finish.rpt]
kind	start	end	slack [ps]	cells past startpoint
setup / recovery	B[4]	zero	3610	15
hold / removal	B[1]	ALU_Out[6]	7490	5
Power figures rest on the tool's default switching activity, not on a simulated workload.
