[design/flow/design.v]
`timescale 1ns / 1ps
module Register_File(
    input [$clog2(REGSIZE)-1:0] ReadSelect1, ReadSelect2, WriteSelect,
    input [BITSIZE-1:0] WriteData,
    input WriteEnable,
    output reg [BITSIZE-1:0] ReadData1, ReadData2,
    input clk, rst
);
    parameter BITSIZE = 32;
    parameter REGSIZE = 32;
    reg [BITSIZE-1:0] reg_file [REGSIZE-1:0];    
    integer i;  
    initial begin
        reg_file[0] = 32'd0;   
        for (i = 1; i <= 13; i = i + 1) begin
            reg_file[i] = 32'd0;
        end
        for (i = 14; i < REGSIZE; i = i + 1) begin
            reg_file[i] = 32'd0;
        end
    end
    always @(*) begin
        ReadData1 = reg_file[ReadSelect1];
        ReadData2 = reg_file[ReadSelect2];
    end
    always @(posedge clk) begin
        if (rst) begin
            for (i = 0; i < REGSIZE; i = i + 1)
                reg_file[i] <= 32'b0;  
        end else if (WriteEnable && WriteSelect != 0) begin
            reg_file[WriteSelect] <= WriteData;  
        end
    end
endmodule
[design/flow/run.sh]
#!/bin/bash
# OpenROAD 26Q1-2900-gdf79404cd8, Yosys 0.63+post, stock flow scripts
make -C /OpenROAD-flow-scripts/flow DESIGN_CONFIG=/design/flow/config.mk WORK_HOME=/design/flow/orfs finish
[design/flow/config.mk]
export PLATFORM = sky130hd
export DESIGN_NAME = Register_File
export DESIGN_NICKNAME = Register_File
export VERILOG_FILES = /design/flow/design.v
export SDC_FILE = /design/flow/constraint.sdc
export NUM_CORES = 4
export LEC_CHECK = 1
export CORE_UTILIZATION = 30
[design/flow/constraint.sdc]
current_design Register_File

set clk_period 19.7
set clk_io_pct 0.2

create_clock -name clk0 -period $clk_period [get_ports {clk}]

set non_clock_inputs [all_inputs -no_clocks]
set_input_delay [expr $clk_period * $clk_io_pct] -clock clk0 $non_clock_inputs
set_output_delay [expr $clk_period * $clk_io_pct] -clock clk0 [all_outputs]
==> reports/metrics.cfg <==
[synth]
postSynthSeqShare = 0.550
largest_area_cell = edfxtp_1
yosys_most_used_dff = edfxtp_1
synthesis.area_um2 = 55900
ys_types = 28
ys_ff = 1024
avgSynthCellArea_um2 = 12.1
async_flop_share = 0
topCellsByArea = edfxtp_1, mux2i_1, and2_1, a22oi_1, a22o_1
edf_count = 1024
yosys-top-cells-count = edfxtp_1, mux2i_1, and2_1, clkbuf_1, nand2_1
synthCells = 4605
top_area_frac = 0.550
ys_area_um2 = 55900
ys_cells = 4605
synth_warnings = 1

[floorplan]
chipWidth_um = 434
initCoreUtil = 0.302
chipArea_um2 = 188000
die_height_um = 434
rows = 158
core_area_um2 = 185000
io_pins = 114

[worst_setup_path]
end_kind = output pin
critical_path.max_fanout = 38
cp-start-kind = primary input
endpoint = ReadData2[30]
worst_ep_arrival_time_ns = 8.38
required_ns = 15.76
crit_path_start = ReadSelect2[2]
path_class = primary input to output pin

[power_and_ir_drop]
total_power_mw = 5.18
power.density_nw_per_um2 = 82.4
leakage_nw = 23.9
irDropWorstVdd_v = 0.0000773

[grt]
grt_pass1_wl_um = 280000
grt_overflow = 0
first_global_vias = 38700
globalRouteTotalUtil = 0.221
antenna_found_initial = 14
grt_max_degree = 84

[timing]
timing.final.ws_setup_ns = 7.38
slew_headroom = 0.361
slew_violations = 0
setup_violations = 0
worst_pin_slew_ns = 0.955
fmax_ghz = 0.0812
finalClockPeriodUsage = 0.625
finalHoldViolations = 0
rsz0062_at_grt = no
post-route-min-period_ns = 12.32
fin_setup_tns_ns = 0

[route]
avgViaCountPerCell = 5.32
dr.pass1.iters = 5
ant_nets = 0
wirelength_um = 199000
drcViolationCount = 0
wl_per_cell_um = 27.9
vias = 38000
drt_iter0_markers = 2408

[layout]
reg_top3 = reg_file: 1024 flops
top_register = reg_file
area_growth_pct = 12.3
fin_cells = 7140
largest_register_ffs = 1024
drive_above_1_share = 0.0824
final_area_um2 = 62800

[clock_network]
clock-sinks = 1024
root_buffer = clkbuf_16
numCtsBuffers = 105
post_cts_resized = 0
cts_tree = done
htreeDepth = 3
cts_hold_buf = 0
cts_max_path_buffers = 3
path_clk_slew_ns = 0.07
post_cts_buffers = 0

[placement]
place.gp.congestion = 0.906
placedCellCount = 6937
dp_hpwl_um = 114000
postPlaceCellArea_um2 = 59500
io_buffers = 113
preCtsSetupSlack_ns = 7.45

[run_status]
status = finished, final reports clean

[run]
warning_count = 26
drv_cap = 0

[worst_hold_path]
min_path_type = primary input to register

## metal layers
| layer | share of wire | vias up | global-route usage |
|---|---|---|---|
| li1 | - | 16800 | - |
| met1 | 0.34 | 18500 | 0.249 |
| met2 | 0.47 | 2248 | 0.345 |
| met3 | 0.13 | 499 | 0.117 |
| met4 | 0.056 | 10 | 0.103 |
| met5 | 0.0021 | - | 0.0174 |
## cells by family after synthesis
family                 after synthesis  synth area share
AND-OR/OR-AND                      576            0.0702
buffers and inverters              446            0.0391
other                                1         0.0000671
flip-flops                        1024             0.550
multiplexers                      1024             0.183
AND/OR/NAND/NOR                   1534             0.157
## stage by stage
stage / utilization / hold WS, ns
after floorplan: - / 4.14
after global placement: 0.321 / 4.65
after detailed placement: 0.321 / 4.65
after CTS: 0.339 / 3.90
after global routing: 0.339 / 3.92
final: 0.339 / 3.91
## cell type report
type / count / area [µm²]
fillers: 17800 / 122000
flip-flops and latches: 1024 / 30700
multi-input cells: 3166 / 23300
well taps: 2480 / 3100
clock buffers: 126 / 2750
repair buffers: 267 / 2330
clock inverters: 65 / 554
diodes: 12 / 30.0
## cells in the final DEF (no fill, tap or decap), types with 33 or more instances in the layout
cell / n
nand2_1: 194
a22oi_1: 192
a22o_1: 128
nand3_1: 193
mux2i_1: 1024
clkdlybuf4s50_1: 110
or2_2: 33
and2_1: 992
buf_4: 151
edfxtp_1: 1024
a31oi_1: 64
nor3_1: 64
a21oi_1: 192
clkbuf_16: 107
## worst max-delay path, cell delays in order
cell and delay, ns:
clkdlybuf4s50_1 0.62, nor2b_4 0.19, buf_4 0.44, buf_4 0.60, buf_4 0.65, buf_4 0.55
a22o_1 0.20, nor3_1 0.06, a31oi_1 0.28, nand3_1 0.17, clkdlybuf4s50_1 0.51
## report_power, final
part	internal, mW	switching (mW)	leakage, nW	total, mW
Combinational	0.227	0.408	12.5	0.635
Clock	1.11	0.862	1.62	1.97
Sequential	2.52	0.0571	9.75	2.57
## worst min path at each step
stage | startpoint | end | slack, ns | cells after the start
after CTS | rst | reg_file[0][9] | 3.90 | 2
after global routing | rst | reg_file[0][9] | 3.92 | 2
final | rst | reg_file[0][9] | 3.91 | 2
No activity file was given, so power comes from the tool's default toggle rates.
