File: ./design.v
`timescale 1ns / 1ps
module InstructionMemory(
    input [31:0] Address,                
    output reg [31:0] ReadData1          
);
    parameter BITSIZE = 32;
    parameter REGSIZE = 128;             
    reg [BITSIZE-1:0] memory_file [0:REGSIZE-1];  
    always @(*) begin
        if (Address < (REGSIZE << 1))  
            ReadData1 = memory_file[Address >> 0];  
        else
            ReadData1 = 32'b0;  
    end
    integer i;
    initial begin
        for (i = 0; i < 30; i = i + 1) begin
            memory_file[i] = 32'b0;
        end
    i = 0;
    memory_file[i] = 32'b000000000001_00000_000_00001_0011111;  
    i = 1;
    memory_file[i] = 32'b000000000010_00001_000_00010_0011111;  
    i = 2;    
    memory_file[i] = 32'b000000000000_00001_001_00010_0011111;  
    i = 3;
    memory_file[i] = 32'b0000000_00010_00001_001_00011_1110011;  
    i = 4;
    memory_file[i] = 32'b0100000_00001_00011_001_00100_1110011;  
    i = 5;
    memory_file[i] = 32'b0000000_00011_00100_000_00101_1110011;  
    i = 6;
    memory_file[i] = 32'b0000000_00100_00101_010_00110_1110011;  
    i = 7;
    memory_file[i] = 32'b0000000_00101_00110_100_00111_1110011;  
    i = 8;
    memory_file[i] = 32'b0000000_00110_00111_101_01000_1110011;  
    i = 9;
    memory_file[i] = 32'b0000000_00111_01000_111_01001_1110011;  
    i = 10;
    memory_file[i] = 32'b000000000100_00010_010_01010_1000011;   
    i = 11;
    memory_file[i] = 32'b0000000_01010_00011_010_01000_1100011;  
    i = 12;
    memory_file[i] = 32'b00000000000000000001_01011_0110000;     
    i = 13;
    memory_file[i] = 32'b000000001000_00001_010_01101_0011111;  
    i = 14;
    memory_file[i] = 32'b0000000_00100_00001_110_01010_1110011;  
    i = 15;
    memory_file[i] = 32'b0_000000_00100_00001_000_0001_0_1101011;  
    i = 17;
    memory_file[i] = 32'b0_000000_00101_00100_001_0001_0_1101011;  
    end
endmodule
File: ./run.sh
#!/bin/bash
# OpenROAD 26Q1-2900-gdf79404cd8, Yosys 0.63+post, stock flow scripts
make -C /OpenROAD-flow-scripts/flow DESIGN_CONFIG=/design/flow/config.mk WORK_HOME=/design/flow/orfs finish
File: ./config.mk
export PLATFORM = sky130hd
export DESIGN_NAME = InstructionMemory
export DESIGN_NICKNAME = InstructionMemory
export VERILOG_FILES = /design/flow/design.v
export SDC_FILE = /design/flow/constraint.sdc
export NUM_CORES = 4
export LEC_CHECK = 1
export CORE_AREA = 10 10 70 70
export DIE_AREA = 0 0 80 80
File: ./constraint.sdc
current_design InstructionMemory

set clk_period 2.2
set clk_io_pct 0.2

create_clock -name clk0 -period $clk_period

set non_clock_inputs [all_inputs -no_clocks]
set_input_delay [expr $clk_period * $clk_io_pct] -clock clk0 $non_clock_inputs
set_output_delay [expr $clk_period * $clk_io_pct] -clock clk0 [all_outputs]
==> summary.txt <==
flow finished, numbers: Max Fclk 427.2 MHz, DRC Markers 0, final count of pins violating max slew 0, DP Wirelength 2715 um, Worst setup SP type primary input, Crit. Startpoint Address[27], Mapped Avg Cell Area 6.638 um2, cell area after synthesis 783.3 um2, Finish-stage setup viols 18, Total Routing Usage GR 10.98%, 1st-iter DRT viols 60, Fill cells 325, routed wire length 3788 um, final antenna-violating net count 0, largest stage delay on the critical path 0.54 ns, Post-Place Cells 231, Reg power frac 0%, Final Critical Period 2.341 ns, Synth top area share 11.18%, CP endpoint ReadData1[14], Chip Area 0.006400 mm2, Detailed Routing Iterations Pass 1 4, failing checks negative setup slack, Vias 1160, Crit. path cell count 7, Worst IR Drop VDD 0.00006987 V, most common logic cells in the final layout buf_4, buf_2, nor2_1, registers 0, final hold vios 0, Cell Chain, Critical Path buf_6 > or4_4 > nor2_4 > nand2_4 > buf_6 > a2111oi_4 > buf_2, CP max FO 5, Synthesis Warnings 1, Worst Max-Slew Pin Slew 0.5022 ns, sw power 106.9 uW, Core Area 0.003416 mm2, Overflow after GRT 0, most numerous logic cell after layout buf_4, Finished Layout Cells 252, pwr dens 116.8 mW/mm2, first-pass GRT wire length 5830 um, Bufs and invs on worst path 3, Hold Buf Count CTS 0, Distinct lib cells used 39, Final WS setup -0.1410 ns, register share after synthesis 0%, RSZ-0062 raised after global routing yes, Syn Inst Count 118, cell accounting for the most synthesized area ha_1, Port Buf Inserts 52, cycle use final 106.4%, internal power 103.1 uW, WL/cell 15.03 um, layout cells sized above 1 57.77%, worst hold path type in -> out, Die Ht 80 um, Clock buffer cells 0, P&R area growth vs syn 129.6%, Gate power share 100.0%, total power 210.0 uW, status finished with violations, Setup CP Type in -> out, Core Util at FP 22.93%, Critical Path RT 1.76 ns, Sw Share 50.90%, DR vias/cell 4.603, die width 80 um, Clk pwr share 0%, Post-Place Worst Slack -0.7467 ns, vias in the first global route 1136, cell area after layout 0.001798 mm2, Ports 64, Yosys chip area 783.3 um2, initial antenna violation count 0, largest net degree at the start of global routing 18, slowest CP cell or4_4, Synth area leaders ha_1, buf_4, nor2_1, Relative slew margins 66.21%, Register Area 0 um2, CP endpoint kind output port, Log Warnings 43, CP top delay family simple AND/OR/NAND/NOR gates, Post-Place Cell Area 0.001496 mm2, number of max-cap violations 0, Row Count 21, number of diodes 0, Yosys Instances 118, most frequent CP cell buf_6, Arr. time, crit path 1.90 ns, Leak 0.8220 nW, GPL Wtd Cong 0.8638
logic make-up after synthesis:
kind of cell             Yosys count  share of synthesized area, %
buffers and inverters             24                         17.57
multiplexers                       2                         2.716
other                              1                        0.4788
XOR/XNOR                           1                         1.118
adder cells (fa/ha/maj)            7                         11.18
AND-OR/OR-AND                     30                         25.72
AND/OR/NAND/NOR                   53                         41.21
power by group through the flow:
| stage | sequential, mW | combinational (mW) | clock, mW |
|---|---|---|---|
| finish | 0 | 0.210 | 0 |
| global route | 0 | 0.227 | 0 |
| CTS | 0 | 0.196 | 0 |
stage by stage:
stage	hold WS, ns	util [%]	TNS [ns]
after floorplan	1.035	-	0
after global placement	2.045	43.81	-15.69
after detailed placement	2.044	43.81	-15.71
after CTS	1.349	49.23	-1.674
after global routing	1.454	52.64	-2.952
final	1.412	52.64	-1.444
timing repair:
action	CTS	global route
cloned	1	0
buffers inserted	16	5
setup endpoints to repair	23	23
gates resized	156	22
pin swaps	29	13
Yosys cell counts, types with 2 or more instances:
cell type  count
a2111oi_2      2
a211oi_1       2
a31oi_1        3
nor3_2         5
or4_4          2
o21ai_1        2
nand2b_1       5
nor3_1         4
buf_2          2
clkbuf_1       5
ha_1           7
o21ai_0        2
buf_1          2
inv_1          2
a21oi_1       13
buf_4         10
inv_2          2
nand2_1        4
nor4_1         5
nor2_1        20
how the worst min path moves through the flow:
stage,startpoint,endpoint,depth (start not counted)
after CTS,Address[21],ReadData1[7],6
after global routing,Address[21],ReadData1[12],6
final,Address[21],ReadData1[12],6
cell type report:
class	instances	area (um2)	share of cell area [%]
multi-input combinational	103	914.6	50.87
timing repair buffer	99	810.8	45.09
tap	46	57.56	3.201
inverter	4	15.01	0.8351
routing by layer:
metal	track usage [%]	part of all wire (%)	vias to the layer above
met2	18.22	49	38
li1	-	-	587
met1	14.73	44	533
met4	0.5282	0.42	0
met3	2.500	6.7	2
met5	0	0	-
Power figures rest on the tool's default switching activity, not on a simulated workload.
